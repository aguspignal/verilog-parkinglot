==> flow/design.v <==
module contador_3b (
    input clk, updown, reset, enable,
    output reg [2:0] count
);
always @(posedge clk) begin
    if (reset)
        count <= 3'b000;
    else if (enable) begin
        if (updown)
             count <= count + 1;
        else 
            count <= count - 1;
    end
end
endmodule
module debouncer (
    input wire clk, raw_signal,  
    output reg clean_signal
);
    reg [17:0] count;
    reg signal_copy;  
    always @(posedge clk) begin
        signal_copy <= raw_signal;
        if (signal_copy != raw_signal)  
            count <= 0;
        else begin
            if (count < 240000)
                count <= count + 1;  
            else 
                clean_signal <= raw_signal;  
        end
    end
endmodule
module fsm (
    input clk, reset,
    input [1:0] ab,
    output in, out  
);
localparam [2:0]
    S0 = 3'b000,
    S1 = 3'b001,
    S2 = 3'b010,
    S3 = 3'b011,
    S4 = 3'b100,
    S5 = 3'b101,
    S6 = 3'b110;
reg [2:0] state, next_state;
always @(posedge clk) begin
    if (reset)
        state <= S0;
    else
        state <= next_state; 
end
always @(state or ab) begin
    next_state = state;
    case (state)
        S0: if (ab == 2'b10)
                next_state = S1;
            else if (ab == 2'b01)
                next_state = S2;
            else
                next_state = S0;
        S1: if (ab == 2'b11)
                next_state = S3;
            else if (ab == 2'b00)
                next_state = S0;
            else
                next_state = S1;
        S2: if (ab == 2'b11)
                next_state = S4;
            else if (ab == 2'b00)
                next_state = S0;
            else
                next_state = S2;
         S3: if (ab == 2'b01)
                next_state = S5;
            else if (ab == 2'b10)
                next_state = S1;
            else
                next_state = S3;
        S4: if (ab == 2'b10)
                next_state = S6;
            else if (ab == 2'b01)
                next_state = S2;
            else
                next_state = S4;
        S5: if (ab == 2'b00)
                next_state = S0;
            else if (ab == 2'b11)
                next_state = S3;
            else
                next_state = S5;
        S6: if (ab == 2'b00)
                next_state = S0;
            else if (ab == 2'b11)
                next_state = S4;
            else
                next_state = S6;
        default: next_state = state;
    endcase
end
assign in = ((state == S5) & (ab == 2'b00));
assign out = ((state == S6) & (ab == 2'b00));
endmodule
module main (
    input clk, reset, sensor_a, sensor_b, 
    output [2:0] count
);
wire sensor_a_clean, sensor_b_clean, reset_clean, pulse_reset;
wire fsm_in_output, fsm_out_output;
debouncer deb_sensor_a (
    .clk(clk),
    .raw_signal(sensor_a),
    .clean_signal(sensor_a_clean)
);
debouncer deb_sensor_b (
    .clk(clk),
    .raw_signal(sensor_b),
    .clean_signal(sensor_b_clean)
);
debouncer deb_reset (
    .clk(clk),
    .raw_signal(reset),
    .clean_signal(reset_clean)
);
pulse_detector pd_rst (
    .clk(clk),
    .rst(1'b0),
    .signal_in(reset_clean),
    .pulse(pulse_reset)
);
reg [1:0] ab;
always @(sensor_a_clean, sensor_b_clean) begin
    ab <= {~sensor_a_clean, ~sensor_b_clean};  
end
fsm fsm_in_out (
    .clk(clk),
    .reset(pulse_reset),
    .ab(ab),
    .in(fsm_in_output),
    .out(fsm_out_output)
);
contador_3b contador (
    .clk(clk),
    .reset(pulse_reset),
    .enable((fsm_in_output && (count < 3'b111)) || (fsm_out_output && (count > 3'b000))),
    .updown(fsm_in_output),  
    .count(count)
);
endmodule
module pulse_detector (
    input wire clk, rst, signal_in,  
    output wire pulse
);
    reg prev;
    always @(posedge clk or posedge rst) begin
        if (rst)
            prev <= 0;
        else
            prev <= signal_in;
    end
    assign pulse = ~prev & signal_in;
endmodule
==> flow/run.sh <==
#!/bin/bash
# OpenROAD 26Q1-2900-gdf79404cd8, Yosys 0.63+post, stock flow scripts
make -C /OpenROAD-flow-scripts/flow DESIGN_CONFIG=/design/flow/config.mk WORK_HOME=/design/flow/orfs finish
==> flow/config.mk <==
export PLATFORM = sky130hd
export DESIGN_NAME = main
export DESIGN_NICKNAME = main
export VERILOG_FILES = /design/flow/design.v
export SDC_FILE = /design/flow/constraint.sdc
export NUM_CORES = 4
export LEC_CHECK = 1
export CORE_UTILIZATION = 50
==> flow/constraint.sdc <==
current_design main

set clk_period 2.3
set clk_io_pct 0.2

create_clock -name clk0 -period $clk_period [get_ports {clk}]

set non_clock_inputs [all_inputs -no_clocks]
set_input_delay [expr $clk_period * $clk_io_pct] -clock clk0 $non_clock_inputs
set_output_delay [expr $clk_period * $clk_io_pct] -clock clk0 [all_outputs]
==> results.sh <==
# yosys + openroad results
export IMPL_status="completed"
export IMPL_synth_cells=360
export IMPL_r2r_cells=5
export IMPL_grt_use_total_pct=18.8
export IMPL_drt_initial_drc_count=54
export IMPL_die_size_y_microns=82.6
export IMPL_edf_count=3
export IMPL_max_slew_margin_pct=44.9
export IMPL_dp_hpwl_microns=3950
export IMPL_cts_hold_buf=0
export IMPL_syn_area_sq_um=3240
export IMPL_fin_crit_sh_pct=84.4
export IMPL_drive_gt1_share_pct=8.38
export IMPL_gp_congestion=0.802
export IMPL_clk_latency_ns=0.34
export IMPL_cts_clk_slew_worst_paths_ns=0.08
export IMPL_port_buffers=6
export IMPL_met2_usage_pct=27.2
export IMPL_busiest_layer="met1"
export IMPL_nFillCells=521
export IMPL_ys_warn_count=5
export IMPL_num_vias=2482
export IMPL_final_cell_mix="dfxtp_1, nor2_1, xor2_1, nand2_1, o21ai_0"
export IMPL_drtAntennaViolNets=0
export IMPL_power_density_nw_per_um2=685
export IMPL_clockRootBuffer="clkbuf_8"
export IMPL_period_minus_slack_ns=1.94
export IMPL_syn_to_final_growth_pct=12.3
export IMPL_hp_class="register to register"
export IMPL_tightest_slew_ns=0.820
export IMPL_pin_count=7
export IMPL_clk_path_buf_depth=2
export IMPL_fmax_ghz=0.515
export IMPL_diodes=0
export IMPL_path_cells="a211o_1 -> a2111oi_2 -> o21ai_1 -> or3_1 -> a21oi_1"
export IMPL_ys_cells=360
export IMPL_fp_util_pct=53.2
export IMPL_crit_required_ns=2.57
export IMPL_place_area_sq_um=3430
export IMPL_ir_worst_vdd_uv=467
export IMPL_met3_usage_pct=2.45
export IMPL_skew_ns=0.00927
export IMPL_numCtsBuffers=9
export IMPL_yosys_cell_types_count=47
export IMPL_whs_path_depth=0
export IMPL_die_area_sq_um=6810
export IMPL_critPathKind="register to register"
export IMPL_warnings=30
export IMPL_drcViolationCount=0
export IMPL_clock_sinks=71
export IMPL_rsz0062_at_grt="no"
export IMPL_antenna_found_initial=0
export IMPL_ys_ff=71
export IMPL_grt_max_degree=19
export IMPL_overflow=0
export IMPL_first_pass_iters=4
export IMPL_cts_tree="yes"
export IMPL_postCtsSetupBuffers=0
export IMPL_yosys_stat_area_sq_um=3240
export IMPL_core_area_sq_um=6100
export IMPL_wl_per_cell_microns=12.8
export IMPL_crit_path_top_delay_cell="a2111oi_2"
export IMPL_maxSlewViolCount=0
export IMPL_synthFlopType="dfxtp_1"
export IMPL_finalHoldViolations=0
export IMPL_fp_dieW_microns=82.6
export IMPL_fp_row_count=28
export IMPL_finalSetupViolations=0
export IMPL_path_buffers=0
export IMPL_cp_arrival_ns=2.22
export IMPL_cp_max_fo=4
export IMPL_use_met1_pct=30.9
export IMPL_ys_async_sr_fraction_pct=0
export IMPL_grt_pass1_vias=2193
export IMPL_layout_top_cell="dfxtp_1"
export IMPL_h_tree_depth=3
export IMPL_synth_avg_cell_area_sq_um=9.01
export IMPL_max_stage_delay_ns=0.51
export IMPL_vias_per_cell=5.43
export IMPL_wl_microns=5840
export IMPL_cts_resized_gates=0
export IMPL_leakage_nw=1.32
export IMPL_critPathLaunchType="register"
export IMPL_maxCapViolations=0
export IMPL_ys_seq_share_pct=44.7
export IMPL_cp_num_cells=5
export IMPL_fin_setup_tns_ns=0
export IMPL_grt_pass1_wl_microns=9920
export IMPL_cp_top_family="AND-OR/OR-AND gates"
export IMPL_design_area_sq_um=3640
export IMPL_worstSetupEndpointType="register"
report_power, final:
| group | internal, mW | leakage (nW) | switching, mW |
|---|---|---|---|
| clock network | 0.609 | 0.106 | 0.468 |
| registers | 1.27 | 0.579 | 0.0301 |
| logic | 0.0495 | 0.630 | 0.0716 |
| total | 1.93 | 1.32 | 0.570 |
synthesized netlist by cell type (all sizes together), types with 2 or more instances:
library cell  count  area share (%)
dfxtp            68              42
nor2             56             6.6
xor2             28             7.6
o21ai            27             4.2
nand2            25             2.9
xnor2            17             4.6
a21oi            13             2.0
and3             10             2.0
nand3            10             1.5
nand4            10             1.9
nor3             10             1.5
ha                9             3.5
clkbuf            8            0.93
o211ai            7             1.6
and4              6             1.7
inv               5            0.58
or3               5            0.96
nor4              4            0.77
a211oi            3             1.1
edfxtp            3             2.8
o31ai             3            0.69
or4               3            0.69
a2111oi           2            0.93
a211o             2            0.54
a22oi             2            0.46
a31oi             2            0.39
mux2i             2            0.62
nor2b             2            0.39
nor3b             2            0.46
nor4b             2            0.54
o21bai            2            0.46
o31a              2            0.54
registers in the layout, summed over array words and instances (netlist names):
register / flops
fsm_in_out.state: 7
pd_rst.prev: 1
deb_reset.clean_signal: 1
deb_sensor_b.count: 18
deb_sensor_a.signal_copy: 1
deb_sensor_b.signal_copy: 1
deb_sensor_a.count: 18
contador.count: 3
deb_reset.signal_copy: 1
deb_reset.count: 18
deb_sensor_b.clean_signal: 1
deb_sensor_a.clean_signal: 1
final timing paths:
kind                                      startpoint                                  end  slack (ns)
setup / recovery  deb_sensor_a.count[8]$_SDFFE_PP0N_  deb_sensor_a.count[14]$_SDFFE_PP0N_        0.36
hold reg to reg     deb_reset.clean_signal$_DFFE_PP_                  pd_rst.prev$_DFF_P_        0.40
hold / removal      deb_reset.clean_signal$_DFFE_PP_                  pd_rst.prev$_DFF_P_        0.40
setup reg to reg  deb_sensor_a.count[8]$_SDFFE_PP0N_  deb_sensor_a.count[14]$_SDFFE_PP0N_        0.36
kinds of logic after synthesis:
kind of cell | Yosys count | synth area share [%]
compound gates | 69 | 14.0
fa+ha+maj | 10 | 4.09
xor+xnor | 45 | 12.1
mux | 2 | 0.617
buf+inv | 14 | 1.66
simple gates | 149 | 22.8
flops | 71 | 44.7
worst register-to-register path: stages (launching register included):
cell and delay, ns:
dfxtp_1 0.34, a211o_1 0.36, a2111oi_2 0.51, o21ai_1 0.20
or3_1 0.33, a21oi_1 0.14
through the flow:
step / utilization [%] / worst slack [ns] / power (mW) / cells / hold WS (ns)
after floorplan: - / 0.483 / 1.40 / 360 / 0.340
after global placement: 56.3 / 0.418 / 1.44 / 441 / 0.378
after detailed placement: 56.3 / 0.391 / 1.45 / 441 / 0.383
after CTS: 59.8 / 0.355 / 2.53 / 457 / 0.396
after global routing: 59.8 / 0.240 / 2.58 / 457 / 0.403
final: 59.8 / 0.359 / 2.50 / 457 / 0.404
final cells by class:
class	count	area (sq um)	area share [%]
Clock inverter	6	86.3	2.37
Tap cell	75	93.8	2.57
Timing Repair Buffer	15	128	3.50
Inverter	5	18.8	0.515
Clock buffer	10	128	3.50
Sequential cell	71	1450	39.8
Multi-Input combinational cell	275	1740	47.7
routing by layer:
metal / vias up / wire (microns) / part of all wire, %
met5: - / 0 / 0
met4: 0 / 96 / 1.6
met3: 9 / 122 / 2.1
met2: 24 / 2340 / 40
met1: 1126 / 3280 / 56
li1: 1323 / - / -
Power is estimated from default activity; no workload was simulated.
